$ cat flow/constraint.sdc
current_design ID_EX

set clk_period 1.0
set clk_io_pct 0.2

create_clock -name clk0 -period $clk_period [get_ports {clk}]

set non_clock_inputs [all_inputs -no_clocks]
set_input_delay [expr $clk_period * $clk_io_pct] -clock clk0 $non_clock_inputs
set_output_delay [expr $clk_period * $clk_io_pct] -clock clk0 [all_outputs]
$ cat flow/design.v
module dff (
            q,
            d, clk, rst
            );
    output         q;
    input          d;
    input          clk;
    input          rst;
    reg            state;
    assign #(1) q = state;
    always @(posedge clk) begin
      state = rst? 0 : d;
    end
endmodule
module ID_EX(
            clk,
            rst,
            en,
            pc_plus_2,
            HALT,
            writeR7,
            memToReg,
            memRead,
            memWrite,
            ALUsrc,
            regWrite,
            ALUop,
            immediate,
            readData1,
            readData2,
            writeRegSel,
            pc_plus_2_DX,
            HALT_DX,
            writeR7_DX,
            memToReg_DX,
            memRead_DX,
            memWrite_DX,
            ALUsrc_DX,
            regWrite_DX,
            ALUop_DX,
            immediate_DX,
            readData1_DX,
            readData2_DX,
            writeRegSel_DX
            );
    input [15:0] pc_plus_2;
    input en, clk, rst, HALT, writeR7, memToReg, memRead, memWrite, ALUsrc, regWrite;
    input [3:0] ALUop;
    input [15:0] immediate;
    input [15:0] readData1, readData2;
    input [2:0] writeRegSel;
    output [15:0] pc_plus_2_DX;
    output HALT_DX, writeR7_DX, memToReg_DX, memRead_DX, memWrite_DX, ALUsrc_DX, regWrite_DX;
    output [3:0] ALUop_DX;
    output [15:0] immediate_DX;
    output [15:0] readData1_DX, readData2_DX;
    output [2:0] writeRegSel_DX;
    register_16b pc_plus_2_REG(.en(en), .clk(clk), .rst(rst), .data_in(pc_plus_2), .state(pc_plus_2_DX));
    register_16b immediate_REG(.en(en), .clk(clk), .rst(rst), .data_in(immediate), .state(immediate_DX));
    register_16b readData2_REG(.en(en), .clk(clk), .rst(rst), .data_in(readData2), .state(readData2_DX));
    register_16b readData1_REG(.en(en), .clk(clk), .rst(rst), .data_in(readData1), .state(readData1_DX));
    register_1b HALT_REG(.en(en), .clk(clk), .rst(rst), .data_in(HALT), .state(HALT_DX));
    register_1b writeR7_REG(.en(en), .clk(clk), .rst(rst), .data_in(writeR7), .state(writeR7_DX));
    register_1b memToReg_REG(.en(en), .clk(clk), .rst(rst), .data_in(memToReg), .state(memToReg_DX));
    register_1b memRead_REG(.en(en), .clk(clk), .rst(rst), .data_in(memRead), .state(memRead_DX));
    register_1b memWrite_REG(.en(en), .clk(clk), .rst(rst), .data_in(memWrite), .state(memWrite_DX));
    register_1b ALUsrc_REG(.en(en), .clk(clk), .rst(rst), .data_in(ALUsrc), .state(ALUsrc_DX));
    register_1b regWrite_REG(.en(en), .clk(clk), .rst(rst), .data_in(regWrite), .state(regWrite_DX));
    register_4b ALUop_REG(.en(en), .clk(clk), .rst(rst), .data_in(ALUop), .state(ALUop_DX));
    register_3b writeRegSel_REG(.en(en), .clk(clk), .rst(rst), .data_in(writeRegSel), .state(writeRegSel_DX));
endmodule
module dffe (en, q, d, clk, rst);
input en, d, clk, rst;
output q;
wire data;
assign data = en ? d : q;
dff DFF(.d(data), .q(q), .clk(clk), .rst(rst));
endmodule
module register_16b(en, clk, rst, data_in, state);
input clk, rst, en;
input [15:0] data_in;
output [15:0] state;
dffe dff0(.en(en), .q(state[0]), .d(data_in[0]), .clk(clk), .rst(rst));
dffe dff1(.en(en), .q(state[1]), .d(data_in[1]), .clk(clk), .rst(rst));
dffe dff2(.en(en), .q(state[2]), .d(data_in[2]), .clk(clk), .rst(rst));
dffe dff3(.en(en), .q(state[3]), .d(data_in[3]), .clk(clk), .rst(rst));
dffe dff4(.en(en), .q(state[4]), .d(data_in[4]), .clk(clk), .rst(rst));
dffe dff5(.en(en), .q(state[5]), .d(data_in[5]), .clk(clk), .rst(rst));
dffe dff6(.en(en), .q(state[6]), .d(data_in[6]), .clk(clk), .rst(rst));
dffe dff7(.en(en), .q(state[7]), .d(data_in[7]), .clk(clk), .rst(rst));
dffe dff8(.en(en), .q(state[8]), .d(data_in[8]), .clk(clk), .rst(rst));
dffe dff9(.en(en), .q(state[9]), .d(data_in[9]), .clk(clk), .rst(rst));
dffe dff10(.en(en), .q(state[10]), .d(data_in[10]), .clk(clk), .rst(rst));
dffe dff11(.en(en), .q(state[11]), .d(data_in[11]), .clk(clk), .rst(rst));
dffe dff12(.en(en), .q(state[12]), .d(data_in[12]), .clk(clk), .rst(rst));
dffe dff13(.en(en), .q(state[13]), .d(data_in[13]), .clk(clk), .rst(rst));
dffe dff14(.en(en), .q(state[14]), .d(data_in[14]), .clk(clk), .rst(rst));
dffe dff15(.en(en), .q(state[15]), .d(data_in[15]), .clk(clk), .rst(rst));
endmodule
module register_1b(en, clk, rst, state, data_in);
input clk, rst, en;
input data_in;
output state;
dffe dff0(.en(en), .clk(clk), .rst(rst), .d(data_in), .q(state));
endmodule
module register_3b(en, clk, rst, state, data_in);
input clk, rst, en;
input [2:0] data_in;
output [2:0] state;
dffe dff0(.en(en), .clk(clk), .rst(rst), .d(data_in[0]), .q(state[0]));
dffe dff1(.en(en), .clk(clk), .rst(rst), .d(data_in[1]), .q(state[1]));
dffe dff2(.en(en), .clk(clk), .rst(rst), .d(data_in[2]), .q(state[2]));
endmodule
module register_4b(en, clk, rst, data_in, state);
    input clk, rst, en;
    input [3:0] data_in;
    output [3:0] state;
    dffe dff0(.en(en), .clk(clk), .rst(rst), .d(data_in[0]), .q(state[0]));
    dffe dff1(.en(en), .clk(clk), .rst(rst), .d(data_in[1]), .q(state[1]));
    dffe dff2(.en(en), .clk(clk), .rst(rst), .d(data_in[2]), .q(state[2]));
    dffe dff3(.en(en), .clk(clk), .rst(rst), .d(data_in[3]), .q(state[3]));
endmodule
$ cat flow/run.sh
#!/bin/bash
# OpenROAD 26Q1-2900-gdf79404cd8, Yosys 0.63+post, stock flow scripts
make -C /OpenROAD-flow-scripts/flow DESIGN_CONFIG=/design/flow/config.mk WORK_HOME=/design/flow/orfs finish
$ cat flow/config.mk
export PLATFORM = sky130hd
export DESIGN_NAME = ID_EX
export DESIGN_NICKNAME = ID_EX
export VERILOG_FILES = /design/flow/design.v
export SDC_FILE = /design/flow/constraint.sdc
export NUM_CORES = 4
export LEC_CHECK = 1
export CORE_UTILIZATION = 40
==> results.yml <==
# flow metrics
drt:
  dr.pass1.iters: 4
  drt_iter0_markers: 51
  num_antenna_cells: 0
  postRouteAntennaNets: 0
  wirelength_um: 6710
  viasPerCell: 4.30
  wl_per_cell_um: 12.9
  vias: 2225
  drc_errors: 0
clocking:
  cts.sinks: 78
  clock-root-buffer: "clkbuf_8"
  clk_latency_ns: 0.33
  cts_tree: "yes"
  path_clk_slew_ns: 0.08
  htreeDepth: 3
  cts_buffers: 9
  clockBufferDepth: 2
floorplan:
  fp-row-count: 32
  die_area_sq_um: 8630
  initial_core_util_pct: 42.1
  die_h_um: 92.9
  fp.dieW_um: 92.9
  design.core.area_sq_um: 7850
  io_pins: 159
global_routing:
  grt_pass1_wl_um: 10400
  grt_pass1_vias: 2150
  grt_max_degree: 53
  grt_use_met3_pct: 5.60
  grt_overflow_total: 0
  grt_use_met1_pct: 22.1
  busiest_layer: "met2"
  antenna_found_initial: 0
  grt_util_all_layers_pct: 15.5
  grt_util_met2_pct: 23.6
power_and_ir_drop:
  power.switching_uw: 1480
  power_uw: 6900
  seq_power_share_pct: 49.4
  switching_share_pct: 21.5
  clockPowerShare_pct: 37.4
  cellLeakagePower_uw: 0.00215
  p_comb_share_pct: 13.3
  peakVddDrop_v: 0.00100
  p_int_uw: 5420
  power_density_nw_per_um2: 1570
logic_synthesis:
  yosys_area_sq_um: 3300
  ys_warn_count: 1
  ys_types: 8
  netlist.area_leader.share_pct: 47.3
  yosys-top-cells-area: "dfxtp_1 47%, mux2i_1 24%, buf_4 18%"
  ys_seq_share_pct: 47.3
  yosys_cells: 323
  synthCells: 323
  top_area_cell: "dfxtp_1"
  synth-seq-cells: 78
  synth.avg_cell_area_sq_um: 10.2
  syn_area_sq_um: 3300
placed_design:
  pre_cts_slack_ns: -0.00243
  dp_hpwl_um: 4680
  io_buffer_count: 158
  gp_congestion: 0.731
  placed_area_sq_um: 4450
worst_setup_path:
  cp_top_family: "flip-flops"
  worst-path-max-fanout: 2
  cp_cell_sequence: "buf_2"
  endpoint_kind: "output port"
  cp_slowest_cell: "dfxtp_2"
  required_ns: 0.80
  worstPathArrival_ns: 0.77
  cp.buffers_inverters: 1
  worst_setup_path_start_kind: "register"
  critPathKind: "register to output port"
  critPathMaxStageDelay_ns: 0.33
cells_and_area:
  fin_area_sq_um: 4390
  area_delta_synth_final_pct: 32.9
  layout-drive-gt1-share_pct: 43.0
timing:
  rsz0062_at_grt: "yes"
  fmax_mhz: 1030
  worst-slew-pin-transition_ns: 0.233
  fin_crit_sh_pct: 96.9
  whs_ns: 0.273
  hold_viol: 0
  finalSetupViolCount: 0
  layout_min_cycle_time_ns: 0.969
  clock_skew_ns: 0
  fin_ws_ns: 0.0311
  fin_tns_setup_ns: 0
  slew_headroom_pct: 84.4
  drv_slew: 0
flow_run:
  drv_cap: 0
  tool_warnings: 26
worst_hold_path:
  hold_path_class: "input port to register"
run_status:
  status: "finished, final reports clean"
==> worst paths after layout <==
| path | from | end | slack [ns] | depth (start not counted) |
|---|---|---|---|---|
| worst min register to register | readData2_REG.dff2.DFF.state | readData2_REG.dff2.DFF.state | 0.48 | 2 |
| worst min-delay path | rst | immediate_REG.dff14.DFF.state | 0.27 | 3 |
| worst max register to register | memRead_REG.dff0.DFF.state | memRead_REG.dff0.DFF.state | 0.28 | 3 |
| worst max-delay path | pc_plus_2_REG.dff1.DFF.state | pc_plus_2_DX[1] | 0.03 | 1 |
==> layer usage <==
metal,vias to the layer above,part of all wire [%],wire length (um)
li1,1147,-,-
met1,976,46,3110
met2,98,42,2820
met5,-,0,0
met4,0,0.78,52
met3,4,11,729
==> cells in the mapped netlist <==
cell       n
nor2_1    78
buf_12     2
mux2i_1   78
dfxtp_1   78
buf_2      4
buf_4     77
buf_6      1
clkbuf_1   5
==> logic make-up after synthesis <==
| logic type | share of synthesized area, % |
|---|---|
| buf+inv | 20.2 |
| flops | 47.3 |
| mux | 23.6 |
| simple gates | 8.86 |
==> placed cells by master, fill, tap and decap left out, drive strengths merged <==
cell type,count
clkbuf,13
buf,88
nor2,78
bufinv,2
clkdlybuf4s50,78
dfxtp,78
mux2i,78
clkinvlp,1
==> per-stage QoR <==
step / util [%] / cells
final: 55.9 / 518
after global routing: 55.9 / 518
after CTS: 55.8 / 517
after detailed placement: 56.7 / 501
after global placement: 56.7 / 501
after floorplan: - / 323
==> worst reg2reg max path, stage by stage, from the launching register on <==
cell	delay, ns
dfxtp_2	0.32
buf_4	0.12
mux2i_1	0.12
nor2_1	0.05
==> power by group through the flow <==
stage | Clock (uW) | Combinational, uW | Sequential [uW]
global route | 2800 | 1010 | 3430
CTS | 2640 | 927 | 3410
finish | 2580 | 915 | 3400
==> cell type report <==
| cell class | instances | area [sq um] |
|---|---|---|
| clock buffers | 13 | 149 |
| clock inverters | 3 | 67.6 |
| fillers | 725 | 3460 |
| multi-input cells | 156 | 1070 |
| flip-flops and latches | 78 | 1660 |
| well taps | 102 | 128 |
| repair buffers | 166 | 1310 |
==> timing repair <==
| action | in CTS | in global routing |
|---|---|---|
| endpoints found under the hold margin | 0 | 0 |
| setup endpoints to repair | 78 | 17 |
| pin swaps | 0 | 0 |
| resized | 312 | 1 |
| hold buffers | 0 | 0 |
| setup buffers | 0 | 1 |
Power is estimated from default activity; no workload was simulated.
