<file path="flow/design.v">
module dff (
            q,
            d, clk, rst
            );
    output         q;
    input          d;
    input          clk;
    input          rst;
    reg            state;
    assign #(1) q = state;
    always @(posedge clk) begin
      state = rst? 0 : d;
    end
endmodule
module EX_MEM(
            clk,
            rst,
            en, 
            aluResult,
            pc_plus_2,
            HALT,
            writeR7,
            memToReg,
            memRead,
            memWrite,
            regWrite,
            readData2,
            writeRegSel,
            aluResult_XM,
            HALT_XM,
            pc_plus_2_XM,
            writeR7_XM,
            memToReg_XM,
            memRead_XM,
            memWrite_XM,
            regWrite_XM,
            readData2_XM,
            writeRegSel_XM
            );
input [15:0] pc_plus_2, readData2, aluResult;
input HALT, writeR7, memToReg, memRead, memWrite, regWrite, clk, rst, en;
input [2:0] writeRegSel;
output [15:0] pc_plus_2_XM, readData2_XM, aluResult_XM;
output HALT_XM, writeR7_XM, memToReg_XM, memRead_XM, memWrite_XM, regWrite_XM;
output [2:0] writeRegSel_XM;
register_16b pc_plus_2_XM_reg(.en(en), .clk(clk), .rst(rst), .data_in(pc_plus_2), .state(pc_plus_2_XM));
register_16b readData2_XM_reg(.en(en), .clk(clk), .rst(rst), .data_in(readData2), .state(readData2_XM));
register_16b aluResult_reg(.en(en), .clk(clk), .rst(rst), .data_in(aluResult), .state(aluResult_XM));
register_1b HALT_XM_reg(.en(en), .clk(clk), .rst(rst), .data_in(HALT), .state(HALT_XM));
register_1b writeR7_XM_reg(.en(en), .clk(clk), .rst(rst), .data_in(writeR7), .state(writeR7_XM));
register_1b memToReg_XM_reg(.en(en), .clk(clk), .rst(rst), .data_in(memToReg), .state(memToReg_XM));
register_1b memRead_XM_reg(.en(en), .clk(clk), .rst(rst), .data_in(memRead), .state(memRead_XM));
register_1b memWrite_XM_reg(.en(en), .clk(clk), .rst(rst), .data_in(memWrite), .state(memWrite_XM));
register_1b regWrite_XM_reg(.en(en), .clk(clk), .rst(rst), .data_in(regWrite), .state(regWrite_XM));
register_3b writeRegSel_XM_reg(.en(en), .clk(clk), .rst(rst), .data_in(writeRegSel), .state(writeRegSel_XM));
endmodule
module dffe (en, q, d, clk, rst);
input en, d, clk, rst;
output q;
wire data;
assign data = en ? d : q;
dff DFF(.d(data), .q(q), .clk(clk), .rst(rst));
endmodule
module register_16b(en, clk, rst, data_in, state);
input clk, rst, en;
input [15:0] data_in;
output [15:0] state;
dffe dff0(.en(en), .q(state[0]), .d(data_in[0]), .clk(clk), .rst(rst));
dffe dff1(.en(en), .q(state[1]), .d(data_in[1]), .clk(clk), .rst(rst));
dffe dff2(.en(en), .q(state[2]), .d(data_in[2]), .clk(clk), .rst(rst));
dffe dff3(.en(en), .q(state[3]), .d(data_in[3]), .clk(clk), .rst(rst));
dffe dff4(.en(en), .q(state[4]), .d(data_in[4]), .clk(clk), .rst(rst));
dffe dff5(.en(en), .q(state[5]), .d(data_in[5]), .clk(clk), .rst(rst));
dffe dff6(.en(en), .q(state[6]), .d(data_in[6]), .clk(clk), .rst(rst));
dffe dff7(.en(en), .q(state[7]), .d(data_in[7]), .clk(clk), .rst(rst));
dffe dff8(.en(en), .q(state[8]), .d(data_in[8]), .clk(clk), .rst(rst));
dffe dff9(.en(en), .q(state[9]), .d(data_in[9]), .clk(clk), .rst(rst));
dffe dff10(.en(en), .q(state[10]), .d(data_in[10]), .clk(clk), .rst(rst));
dffe dff11(.en(en), .q(state[11]), .d(data_in[11]), .clk(clk), .rst(rst));
dffe dff12(.en(en), .q(state[12]), .d(data_in[12]), .clk(clk), .rst(rst));
dffe dff13(.en(en), .q(state[13]), .d(data_in[13]), .clk(clk), .rst(rst));
dffe dff14(.en(en), .q(state[14]), .d(data_in[14]), .clk(clk), .rst(rst));
dffe dff15(.en(en), .q(state[15]), .d(data_in[15]), .clk(clk), .rst(rst));
endmodule
module register_1b(en, clk, rst, state, data_in);
input clk, rst, en;
input data_in;
output state;
dffe dff0(.en(en), .clk(clk), .rst(rst), .d(data_in), .q(state));
endmodule
module register_3b(en, clk, rst, state, data_in);
input clk, rst, en;
input [2:0] data_in;
output [2:0] state;
dffe dff0(.en(en), .clk(clk), .rst(rst), .d(data_in[0]), .q(state[0]));
dffe dff1(.en(en), .clk(clk), .rst(rst), .d(data_in[1]), .q(state[1]));
dffe dff2(.en(en), .clk(clk), .rst(rst), .d(data_in[2]), .q(state[2]));
endmodule
</file>
<file path="flow/run.sh">
#!/bin/bash
# OpenROAD 26Q1-2900-gdf79404cd8, Yosys 0.63+post, stock flow scripts
make -C /OpenROAD-flow-scripts/flow DESIGN_CONFIG=/design/flow/config.mk WORK_HOME=/design/flow/orfs finish
</file>
<file path="flow/config.mk">
export PLATFORM = sky130hd
export DESIGN_NAME = EX_MEM
export DESIGN_NICKNAME = EX_MEM
export VERILOG_FILES = /design/flow/design.v
export SDC_FILE = /design/flow/constraint.sdc
export NUM_CORES = 4
export LEC_CHECK = 1
export CORE_UTILIZATION = 50
</file>
<file path="flow/constraint.sdc">
current_design EX_MEM

set clk_period 1.1
set clk_io_pct 0.2

create_clock -name clk0 -period $clk_period [get_ports {clk}]

set non_clock_inputs [all_inputs -no_clocks]
set_input_delay [expr $clk_period * $clk_io_pct] -clock clk0 $non_clock_inputs
set_output_delay [expr $clk_period * $clk_io_pct] -clock clk0 [all_outputs]
</file>
==> design notes <==
The run finished with clean final reports. The tools report the terminating pin of the worst hold path as pc_plus_2_XM_reg.dff13.DFF.state. Starting density of the core: 0.517.

Entering global routing, the biggest net connects 58 pins. The minimum clock period works out to 1.05 ns. The sequential cells in the finished layout cover a total of 0.00121 mm². The script parses the final routing iteration and logs DRC violations as 0. With the initial antenna violation count at 0, the share of the cycle needed by the critical path after routing is 0.952.

The layout report lists the multi-input gate area as 785 µm². For this design the total switching power over the nets is 1.01 mW. The root buffer cell is sky130_fd_sc_hd__clkbuf_8.

The worst slew slack as a fraction of its limit was 0.830; the detailed router's first-iteration violation count was 79. Hold is met by 0.335 ns. The H-tree generated during clock tree synthesis spans 3 levels.

The logs give 0.179 for the overall track demand over capacity in global routing and 1,649 for the number of global-route vias before repair. RePlAce ended its routability-driven mode at a weighted congestion of 0.779. The tools report the reg-to-reg critical path startpoint as readData2_XM_reg.dff12.DFF.state.

The run gives 0.467 for the area fraction of the dominant cell type after synthesis. The worst VDD IR drop from the latest analysis is 1.16 mV. The tools report the remaining global-route overflow as 0.

The internal power came out at 3.90 mW. Looking at the reg2reg group, the worst path ends at readData2_XM_reg.dff12.DFF.state. The number of top-level design ports is 117, and the power per unit of standard cell area is 1400 mW/mm².

The static leakage is 1.57 nW, and the mean number of vias per cell is 4.47. After legalization and detailed placement, the total HPWL measured 2990 µm. The sort of element at the start of the critical path was a flop. For the pin with the worst max-slew slack, the measured transition is 0.255 ns. The maximum fanout along the worst path was 2. The worst setup path is captured at an output port. For the synthesized instance count, the log shows 235.

For the total wirelength of the detailed-routed design, the log shows 4440 µm. Relative to the synthesized area, the layout overhead comes to 44.1%. In the log, the iteration count for the first detailed-route pass is 3. For the count of different cell masters after synthesis, the log shows 8. Ranked by total cell area, the synthesized netlist is headed by sky130_fd_sc_hd__dfxtp_1, sky130_fd_sc_hd__mux2i_1, sky130_fd_sc_hd__buf_4.

In the synthesis report, Yosys lists the chip area as 0.00244 mm². For the wire length on met2, the log shows 1930 µm. Clock skew on the completed layout was measured at 0 ns.

The portion of the post-synthesis area used by sequential elements is 0.467, and the largest incremental delay on the critical path is 0.32 ns. The number of clock sinks came to 57. For flop-to-flop paths, the worst setup slack is 0.38 ns. In this run the mean area of a mapped cell was 10.4 µm². Traced cell by cell, the critical path runs through clkdlybuf4s15_1. Before any placement, the netlist area is recorded as 0.00244 mm². The die covers 0.00517 mm². The first global-routing pass estimated 7280 µm of wire. As reported, the later end of the worst-skew pair has a clock insertion delay of 0.32 ns. The run gives 9 as the total CTS buffers. Share of total power consumed by net switching: 0.205. Endpoints failing hold in the final report were tallied at 0.

TritonCTS built the clock tree. In the final routing, the length of wire on met1 measures 2020 µm. The run gives 0.134 for the combinational power share. The top layer reached by signal wires is met4.

For the worst min-delay path, the startpoint reported by OpenROAD is rst. The die is 71.9 µm wide. Kind of cell adding the most delay to the critical path: flip-flops. Total buffers and inverters traversed by the critical path: 1. The logs give 0 for the number of diodes and 0.462 for the sequential fraction of design power. The clock-pin slew on the worst setup and hold paths works out to 0.06 ns. The type of the most critical hold path was in -> reg. The routed layout has 1,675 vias. The quantity of I/O buffers inserted on ports is 116.

With the y dimension of the die at 71.9 µm, the setup violation total in the final timing report is 0. Per the STA report, the cell with the highest stage delay on the worst path is sky130_fd_sc_hd__dfxtp_2. The share of total power in the clock network is 0.404, and the number of logged tool warnings is 27. The mean routed wirelength per cell is 11.8 µm, and the cell count of the worst reg-to-reg path is 3. The layout cell share with drive strength beyond 1 is 0.253.

The core outline area is 0.00472 mm². Once placement finished, the instance area stood at 0.00323 mm². The tools report the Yosys warning count as 1.

Setup repair after global routing left no endpoint under its margin. Per the synth log, the flip-flop and latch total comes to 57. No sink is reached through more buffers than the 2 on the longest clock path.

Per the timing report, the achievable frequency comes out to 955 MHz. The final timing report lists a max-slew violation count of 0. sky130_fd_sc_hd__dfxtp_1 takes more of the synthesized area than any other cell.

The report lists the number of standard-cell rows as 25. For this design, Yosys synthesis ends with a cell count of 235. The finished cells cover 0.00352 mm². The final layout report lists a filler cell count of 339. The report gives the cell count of the worst hold path as 3.

The routed length on met3 is 406 µm, and the critical path required time is 0.88 ns. For reference, the most critical setup path is categorized as reg -> out. The run gives 0.83 ns as the data arrival time of the critical path.

The number of maximum-capacitance violations recorded for the run is 0. In this run the remaining antenna-violating nets after routing total 0.
worst max path at each step:
stage	startpoint	end	slack, ns	depth (start not counted)
finish	readData2_XM_reg.dff0.DFF.state	readData2_XM[0]	0.05	1
CTS	readData2_XM_reg.dff0.DFF.state	readData2_XM[0]	-0.02	1
global route	readData2_XM_reg.dff0.DFF.state	readData2_XM[0]	0.003	1
synth_stat cells:
master	count
sky130_fd_sc_hd__clkbuf_1	3
sky130_fd_sc_hd__buf_4	53
sky130_fd_sc_hd__buf_6	1
sky130_fd_sc_hd__dfxtp_1	57
sky130_fd_sc_hd__mux2i_1	57
sky130_fd_sc_hd__buf_2	3
sky130_fd_sc_hd__nor2_1	57
sky130_fd_sc_hd__buf_12	4
routing by layer:
metal  vias up  global-route usage
li1        845                   -
met1       753               0.254
met2        69               0.279
met3         8              0.0599
met4         0              0.0349
met5         -                   0
power groups by stage:
stage	Clock (mW)	Combinational, mW	Sequential [mW]
6_report	1.98	0.656	2.27
5_1_grt	2.13	0.723	2.28
4_1_cts	2.03	0.651	2.27
worst register-to-register path, cell delays in order, from the launching register on:
cell and delay (ns):
sky130_fd_sc_hd__dfxtp_2 0.32, sky130_fd_sc_hd__buf_4 0.12, sky130_fd_sc_hd__mux2i_1 0.12, sky130_fd_sc_hd__nor2_1 0.05
metrics by stage:
stage / power, mW / setup slack, ns / setup TNS (ns) / util / std cells
after floorplan: 2.68 / 0.199 / 0 / - / 235
after CTS: 4.95 / -0.0206 / -0.0206 / 0.737 / 375
after global placement: 2.99 / 0.0754 / 0 / 0.684 / 358
after detailed placement: 3.00 / 0.0704 / 0 / 0.684 / 358
final: 4.91 / 0.0528 / 0 / 0.745 / 375
after global routing: 5.14 / 0.00331 / 0 / 0.745 / 375
layout by cell type, fill, tap and decap left out:
cell type and instances:
sky130_fd_sc_hd__buf_12 3, sky130_fd_sc_hd__buf_2 1, sky130_fd_sc_hd__buf_4 3, sky130_fd_sc_hd__bufinv_16 1
sky130_fd_sc_hd__clkbuf_1 2, sky130_fd_sc_hd__clkbuf_8 12, sky130_fd_sc_hd__clkdlybuf4s15_1 57, sky130_fd_sc_hd__clkdlybuf4s50_1 57
sky130_fd_sc_hd__clkinv_2 1, sky130_fd_sc_hd__dfxtp_2 57, sky130_fd_sc_hd__mux2i_1 57, sky130_fd_sc_hd__nor2_1 57
what timing repair did:
item,CTS,global route
setup endpoints to repair,57,29
hold buffers,0,0
resized,141,30
setup buffers,1,0
kinds of logic after synthesis:
family        share of synthesized area
simple gates                     0.0876
buf+inv                           0.211
flops                             0.467
mux                               0.234
area by class of cell:
| cell class | instances | area share |
|---|---|---|
| timing repair buffer | 121 | 0.349 |
| sequential | 57 | 0.345 |
| multi-input combinational | 114 | 0.223 |
| clock buffer | 14 | 0.0491 |
| tap | 67 | 0.0238 |
| clock inverter | 2 | 0.00996 |
Power is estimated from default activity; no workload was simulated.
