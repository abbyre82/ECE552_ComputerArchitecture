--- flow/design.v ---
module dff (
            q,
            d, clk, rst
            );
    output         q;
    input          d;
    input          clk;
    input          rst;
    reg            state;
    assign #(1) q = state;
    always @(posedge clk) begin
      state = rst? 0 : d;
    end
endmodule
module MEM_WB(
            clk,
            rst,
            en,
            HALT,
            readFromMem,
            aluResult,
            pc_plus_2,
            writeR7,
            memToReg,
            regWrite,
            writeRegSel,
            readFromMem_MWB,
            aluResult_MWB,
            pc_plus_2_MWB,
            writeR7_MWB,
            memToReg_MWB,
            regWrite_MWB,
            writeRegSel_MWB,
            HALT_MWB
            );
input [15:0] pc_plus_2, aluResult, readFromMem;
input writeR7, memToReg, regWrite, clk, rst, en, HALT;
input [2:0] writeRegSel;
output [15:0] pc_plus_2_MWB, aluResult_MWB, readFromMem_MWB;
output writeR7_MWB, memToReg_MWB, regWrite_MWB, HALT_MWB;
output [2:0] writeRegSel_MWB;
register_16b pc_plus_2_MWB_reg(.en(en), .clk(clk), .rst(rst), .data_in(pc_plus_2), .state(pc_plus_2_MWB));
register_16b readFromMem_MWB_reg(.en(en), .clk(clk), .rst(rst), .data_in(readFromMem), .state(readFromMem_MWB));
register_16b aluResult_MWB_reg(.en(en), .clk(clk), .rst(rst), .data_in(aluResult), .state(aluResult_MWB));
register_1b writeR7_MWB_reg(.en(en), .clk(clk), .rst(rst), .data_in(writeR7), .state(writeR7_MWB));
register_1b memToReg_MWB_reg(.en(en), .clk(clk), .rst(rst), .data_in(memToReg), .state(memToReg_MWB));
register_1b regWrite_MWB_reg(.en(en), .clk(clk), .rst(rst), .data_in(regWrite), .state(regWrite_MWB));
register_1b halt_MWB_reg(.en(en), .clk(clk), .rst(rst), .data_in(HALT), .state(HALT_MWB));
register_3b writeRegSel_MWB_reg(.en(en), .clk(clk), .rst(rst), .data_in(writeRegSel), .state(writeRegSel_MWB));
endmodule
module dffe (en, q, d, clk, rst);
input en, d, clk, rst;
output q;
wire data;
assign data = en ? d : q;
dff DFF(.d(data), .q(q), .clk(clk), .rst(rst));
endmodule
module register_16b(en, clk, rst, data_in, state);
input clk, rst, en;
input [15:0] data_in;
output [15:0] state;
dffe dff0(.en(en), .q(state[0]), .d(data_in[0]), .clk(clk), .rst(rst));
dffe dff1(.en(en), .q(state[1]), .d(data_in[1]), .clk(clk), .rst(rst));
dffe dff2(.en(en), .q(state[2]), .d(data_in[2]), .clk(clk), .rst(rst));
dffe dff3(.en(en), .q(state[3]), .d(data_in[3]), .clk(clk), .rst(rst));
dffe dff4(.en(en), .q(state[4]), .d(data_in[4]), .clk(clk), .rst(rst));
dffe dff5(.en(en), .q(state[5]), .d(data_in[5]), .clk(clk), .rst(rst));
dffe dff6(.en(en), .q(state[6]), .d(data_in[6]), .clk(clk), .rst(rst));
dffe dff7(.en(en), .q(state[7]), .d(data_in[7]), .clk(clk), .rst(rst));
dffe dff8(.en(en), .q(state[8]), .d(data_in[8]), .clk(clk), .rst(rst));
dffe dff9(.en(en), .q(state[9]), .d(data_in[9]), .clk(clk), .rst(rst));
dffe dff10(.en(en), .q(state[10]), .d(data_in[10]), .clk(clk), .rst(rst));
dffe dff11(.en(en), .q(state[11]), .d(data_in[11]), .clk(clk), .rst(rst));
dffe dff12(.en(en), .q(state[12]), .d(data_in[12]), .clk(clk), .rst(rst));
dffe dff13(.en(en), .q(state[13]), .d(data_in[13]), .clk(clk), .rst(rst));
dffe dff14(.en(en), .q(state[14]), .d(data_in[14]), .clk(clk), .rst(rst));
dffe dff15(.en(en), .q(state[15]), .d(data_in[15]), .clk(clk), .rst(rst));
endmodule
module register_1b(en, clk, rst, state, data_in);
input clk, rst, en;
input data_in;
output state;
dffe dff0(.en(en), .clk(clk), .rst(rst), .d(data_in), .q(state));
endmodule
module register_3b(en, clk, rst, state, data_in);
input clk, rst, en;
input [2:0] data_in;
output [2:0] state;
dffe dff0(.en(en), .clk(clk), .rst(rst), .d(data_in[0]), .q(state[0]));
dffe dff1(.en(en), .clk(clk), .rst(rst), .d(data_in[1]), .q(state[1]));
dffe dff2(.en(en), .clk(clk), .rst(rst), .d(data_in[2]), .q(state[2]));
endmodule
--- flow/constraint.sdc ---
current_design MEM_WB

set clk_period 1.0
set clk_io_pct 0.2

create_clock -name clk0 -period $clk_period [get_ports {clk}]

set non_clock_inputs [all_inputs -no_clocks]
set_input_delay [expr $clk_period * $clk_io_pct] -clock clk0 $non_clock_inputs
set_output_delay [expr $clk_period * $clk_io_pct] -clock clk0 [all_outputs]
--- flow/run.sh ---
#!/bin/bash
# OpenROAD 26Q1-2900-gdf79404cd8, Yosys 0.63+post, stock flow scripts
make -C /OpenROAD-flow-scripts/flow DESIGN_CONFIG=/design/flow/config.mk WORK_HOME=/design/flow/orfs finish
--- flow/config.mk ---
export PLATFORM = sky130hd
export DESIGN_NAME = MEM_WB
export DESIGN_NICKNAME = MEM_WB
export VERILOG_FILES = /design/flow/design.v
export SDC_FILE = /design/flow/constraint.sdc
export NUM_CORES = 4
export LEC_CHECK = 1
export CORE_UTILIZATION = 50
==> impl_metrics.toml <==
# generated from flow reports
[critical_path]
max_stage_delay_ps = 330
cp-start-kind = "register"
crit_path_top_delay_cell = "dfxtp_2"
cp.arrival_ps = 730
worstPathCellList = "buf_2"
reg2reg_from = "aluResult_MWB_reg.dff1.DFF.state$_SDFFE_PP0P_"
critPathMaxFanout = 2
timing.rr.end = "aluResult_MWB_reg.dff1.DFF.state$_SDFFE_PP0P_"
worstPathBufferInverterCount = 1
rr_worst_depth = 2
critPathTopFamily = "flip-flops"
rrSetupSlack_ps = 390
criticalPathCategory = "reg -> out"
crit_path_end_kind = "primary output"
required_ps = 800

[drt]
ant_nets = 0
drc = 0
vias_per_cell = 4.68
diodes = 0
drtPass1Iterations = 17
vias = 1600
wirelength_um = 4290
routedWlPerCell_um = 12.5
drt_iter0_drc = 78

[cts]
cts_htree_levels = 2
max-clock-path-buffers = 2
cts_made_buffers = 5
cts_hold_buf = 0
ctsResizeCount = 212
clk_pin_slew_ps = 90
cts_setup_buffers = 0
clk_latency_ps = 290
root_buffer = "clkbuf_8"
cts.sink_count = 55
cts_tree = "yes"

[synthesis]
largest_area_cell = "dfxtp_1"
netlist_top_cells_count = "55 x dfxtp_1, 55 x mux2i_1, 55 x nor2_1, 51 x buf_4, 5 x buf_12"
ys_cells = 228
compound_area_share_pct = 0
async_reset_ff_share_pct = 0
synth_seq_share_pct = 46.3
synth_area_per_cell_um2 = 10.4
ys_sh_mux_pct = 23.2
area_leaders = "dfxtp_1 46%, mux2i_1 23%, buf_4 16%, nor2_1 8.7%, buf_12 4.2%"
xor_share_pct = 0
synth_cells = 228
logic_family = "multiplexers"
ys_ff = 55
syn-cell-area_um2 = 2380
simple_gate_share_pct = 8.68
fa_ha_area_share_pct = 0
ff_type = "dfxtp_1"
synth.distinct_cells = 9
edf_count = 0
yosysWarnings = 1
synth_top_area_share_pct = 46.3
ys_area_um2 = 2380

[timing]
hold_violations = 0
period_needed_ps = 934
setup_viol = 0
max_slew_margin_pct = 90.4
final_max_slew_viol_count = 0
rsz0062_at_grt = "no"
worst_pin_slew_ps = 140
finalCritPeriodShare_pct = 93.4
skew_ps = 0
max_freq_mhz = 1070

[die]
ios = 113
die-area_um2 = 5030
core_util_floorplan_pct = 53.1
core.rowCount = 24
core-area_um2 = 4470
dieWidth_um = 71.0
dieHeight_um = 71.0

[run_status]
status = "finished, final reports clean"

[finish]
combGateArea_um2 = 757
drive_gt1_share_pct = 42.8
register_area_um2 = 1170
fillers = 385
finalNonFillerCells = 342
post-route-util_pct = 67.9
finalInstanceArea_um2 = 3040
area_growth_pct = 27.8

[global_routing]
first_global_vias = 1515
grt_pass1_wl_um = 7010
grt_usage_pct = 18.0
overflow = 0
grt_max_degree = 29
antenna_found_initial = 0

[place]
place_congestion = 0.700
dp.cells = 335
portBuffers = 112
place_area_um2 = 3140
place.detailed.hpwl_um = 3070

[pwr]
p_leak_nw = 1.50
p_per_area_nw_per_um2 = 1460
irDropWorstVdd_v = 0.000835
finalPower_mw = 4.44

[min_path]
worstHoldPathCells = 3
worstHoldStart = "rst"
hold_path_end = "readFromMem_MWB_reg.dff5.DFF.state$_SDFFE_PP0P_"
hold_path_class = "in -> reg"

[run]
warning_count = 26
maxCapViolCount = 0
==> cells by family after synthesis <==
logic type	count (synthesis)
and+or+nand+nor	55
muxes	55
DFF	55
buffers and inverters	63
==> routing by layer <==
metal | track usage (%) | up-vias | part of all wire (%)
li1 | - | 805 | -
met1 | 25.6 | 715 | 45
met2 | 28.7 | 77 | 44
met3 | 6.21 | 3 | 11
met4 | 2.00 | 0 | 0.21
met5 | 0 | - | 0
==> worst max path at each step <==
stage                                                           start                 end  depth (start not counted)
final                 readFromMem_MWB_reg.dff2.DFF.state$_SDFFE_PP0P_  readFromMem_MWB[2]                          1
after global routing    pc_plus_2_MWB_reg.dff8.DFF.state$_SDFFE_PP0P_    pc_plus_2_MWB[8]                          1
after CTS               aluResult_MWB_reg.dff9.DFF.state$_SDFFE_PP0P_    aluResult_MWB[9]                          1
==> layout make-up <==
cell class	count	area share (%)
Clock buffer	6	2.39
Tap cell	52	2.14
Multi-Input combinational cell	110	24.9
Clock inverter	1	0.988
Timing Repair Buffer	118	31.1
Sequential cell	55	38.5
==> metrics by stage <==
stage	hold WS [ps]	setup slack (ps)	TNS (ps)
after floorplan	347	145	0
after global placement	471	-5.84	-5.84
after detailed placement	479	4.24	0
after CTS	299	0.0415	0
after global routing	308	20.6	0
final	309	66.3	0
==> power by group <==
| part | switching [mW] | internal, mW |
|---|---|---|
| Sequential | 0.0562 | 2.34 |
| Combinational | 0.212 | 0.436 |
| Clock | 0.656 | 0.735 |
==> placed cells by master (no fill, tap or decap) <==
master	synthesis	final
mux2i_1	55	55
clkdlybuf4s50_1	0	55
buf_2	1	49
nor2_1	55	55
dfxtp_2	0	55
buf_4	51	1
clkbuf_1	0	1
clkbuf_2	1	8
buf_12	5	5
bufinv_16	0	1
clkbuf_8	0	5
Power figures rest on the tool's default switching activity, not on a simulated workload.
